<file path="flow/config.mk">
export PLATFORM = sky130hd
export DESIGN_NAME = finish
export DESIGN_NICKNAME = finish
export VERILOG_FILES = /design/flow/design.v
export SDC_FILE = /design/flow/constraint.sdc
export NUM_CORES = 4
export LEC_CHECK = 1
export CORE_UTILIZATION = 50
</file>
<file path="flow/constraint.sdc">
current_design finish

set clk_period 16.7
set clk_io_pct 0.2

create_clock -name clk0 -period $clk_period

set non_clock_inputs [all_inputs -no_clocks]
set_input_delay [expr $clk_period * $clk_io_pct] -clock clk0 $non_clock_inputs
set_output_delay [expr $clk_period * $clk_io_pct] -clock clk0 [all_outputs]
</file>
<file path="flow/design.v">
module finish (
    input  logic [9:0] x, y,         
    input  logic [1:0] ganador,      
    output logic [7:0] r, g, b       
);
    logic letter_G, letter_A1, letter_N, letter_A2, letter_D, letter_O, letter_R;
    logic letter_J, letter_1, letter_2, letter_E;
    logic [10:0] letter_width, letter_height;
    logic [10:0] top_word_left;
    logic [10:0] bottom_word_left;
    logic [10:0] top_y, bottom_y, bottom_letter_top;
    initial begin
        letter_width  = 10'd40;
        letter_height = 10'd80;
        top_word_left = 10'd120;
        top_y = 10'd100;
        bottom_word_left = 10'd260;
        bottom_y = 10'd250;
    end
    logic [10:0] top_bottom_y;
    assign top_bottom_y = top_y + letter_height;
    assign bottom_letter_top = bottom_y;
    logic [10:0] bottom_letter_bottom;
	 assign bottom_letter_bottom = bottom_y + letter_height;
    always_comb begin
        letter_G = ((x >= top_word_left && x <= top_word_left + letter_width) &&
                    (y >= top_y && y <= top_bottom_y)) &&
                   ( (y == top_y) || (y == top_bottom_y) || (x == top_word_left) ||
                     ((y >= top_y + letter_height/2) && (x == top_word_left + letter_width)) ||
                     (y == top_y + letter_height/2 && x >= top_word_left + letter_width/2) );
        letter_A1 = ((x >= top_word_left + 50 && x <= top_word_left + 90) &&
                     (y >= top_y && y <= top_bottom_y)) &&
                    ( (y == top_y) ||
                      (x == top_word_left + 50) ||
                      (x == top_word_left + 90) ||
                      (y == top_y + letter_height/2 && x >= top_word_left + 55 && x <= top_word_left + 85) );
        letter_N = ((x >= top_word_left + 100 && x <= top_word_left + 140) &&
                    (y >= top_y && y <= top_bottom_y)) &&
                   ( (x == top_word_left + 100) ||
                     (x == top_word_left + 140) ||
                     (y - top_y == (x - (top_word_left + 100))*letter_height/letter_width) );
        letter_A2 = ((x >= top_word_left + 150 && x <= top_word_left + 190) &&
                     (y >= top_y && y <= top_bottom_y)) &&
                    ( (y == top_y) ||
                      (x == top_word_left + 150) ||
                      (x == top_word_left + 190) ||
                      (y == top_y + letter_height/2 && x >= top_word_left + 155 && x <= top_word_left + 185) );
        letter_D = ((x >= top_word_left + 200 && x <= top_word_left + 240) &&
                    (y >= top_y && y <= top_bottom_y)) &&
                   ( (x == top_word_left + 200) ||
                     (y == top_y) ||
                     (y == top_bottom_y) ||
                     (x == top_word_left + 240 && y >= top_y && y <= top_bottom_y) );
        letter_O = ((x >= top_word_left + 250 && x <= top_word_left + 290) &&
                    (y >= top_y && y <= top_bottom_y)) &&
                   ( (x == top_word_left + 250) ||
                     (x == top_word_left + 290) ||
                     (y == top_y) ||
                     (y == top_bottom_y) );
        letter_R = ((x >= top_word_left + 300 && x <= top_word_left + 340) &&
                    (y >= top_y && y <= top_bottom_y)) &&
                   ( (x == top_word_left + 300) ||
                     (y == top_y) ||
                     (y == top_y + letter_height/2) ||
                     (x == top_word_left + 340 && y <= top_y + letter_height/2) ||
                     (y - (top_y + letter_height/2) == (x - (top_word_left + 300))*letter_height/letter_width) );
    end
    always_comb begin
        letter_J = 0;
        letter_1 = 0;
        letter_2 = 0;
        letter_E = 0;
        case (ganador)
            2'b01: begin  
                letter_J = ((x >= bottom_word_left && x <= bottom_word_left + 40) &&
                            (y >= bottom_letter_top && y <= bottom_letter_bottom)) &&
                           ( (y == bottom_letter_top) ||
                             (x == bottom_word_left + 20 && y < bottom_letter_bottom) ||
                             (y == bottom_letter_bottom && x <= bottom_word_left + 20) );
                letter_1 = ((x >= bottom_word_left + 60 && x <= bottom_word_left + 100) &&
                            (y >= bottom_letter_top && y <= bottom_letter_bottom)) &&
                           ( (x == bottom_word_left + 80) || (y == bottom_letter_top) );
            end
            2'b10: begin  
                letter_J = ((x >= bottom_word_left && x <= bottom_word_left + 40) &&
                            (y >= bottom_letter_top && y <= bottom_letter_bottom)) &&
                           ( (y == bottom_letter_top) ||
                             (x == bottom_word_left + 20 && y < bottom_letter_bottom) ||
                             (y == bottom_letter_bottom && x <= bottom_word_left + 20) );
                letter_2 = ((x >= bottom_word_left + 60 && x <= bottom_word_left + 100) &&
                            (y >= bottom_letter_top && y <= bottom_letter_bottom)) &&
                           ( (y == bottom_letter_top) || (y == bottom_letter_bottom) ||
                             (x == bottom_word_left + 100 && y <= bottom_letter_top + 40) ||
                             (x == bottom_word_left + 60 && y >= bottom_letter_top + 40) ||
                             (y == bottom_letter_top + 40 && x >= bottom_word_left + 60 && x <= bottom_word_left + 100) );
            end
            2'b11: begin  
                letter_E = ((x >= bottom_word_left + 40 && x <= bottom_word_left + 80) &&
                            (y >= bottom_letter_top && y <= bottom_letter_bottom)) &&
                           ( (x == bottom_word_left + 40) ||
                             (y == bottom_letter_top) ||
                             (y == bottom_letter_bottom) ||
                             (y == bottom_letter_top + letter_height/2) );
            end
            default: begin
                letter_J = 0;
                letter_1 = 0;
                letter_2 = 0;
                letter_E = 0;
            end
        endcase
    end
    assign r = (letter_J || letter_1 || letter_2 || letter_E) ? 8'hFF :
               (letter_G || letter_A1 || letter_N || letter_A2 || letter_D || letter_O || letter_R) ? 8'h00 : 8'h00;
    assign g = (letter_G || letter_A1 || letter_N || letter_A2 || letter_D || letter_O || letter_R) ? 8'hFF : 8'h00;
    assign b = (letter_J || letter_1 || letter_2 || letter_E) ? 8'h00 :
               (letter_G || letter_A1 || letter_N || letter_A2 || letter_D || letter_O || letter_R) ? 8'h00 : 8'h00;
endmodule
</file>
<file path="flow/run.sh">
#!/bin/bash
# OpenROAD 26Q1-2900-gdf79404cd8, Yosys 0.63+post, stock flow scripts
make -C /OpenROAD-flow-scripts/flow DESIGN_CONFIG=/design/flow/config.mk WORK_HOME=/design/flow/orfs finish
</file>
==> results.py <==
# Physical implementation metrics
metrics = {
    "run_status": {
        "status": "complete, no violations",
    },
    "setup_path": {
        "critPathMaxFanout": 10,
        "cp.required_ns": 13.36,
        "end_kind": "primary output",
        "crit_path_end": "g[5]",
        "crit_start": "x[2]",
        "slowest_stage": "clkdlybuf4s50_1",
        "path_common_cell": "ha_1",
        "cp.arrival_ns": 12.76,
        "cp_slowest_stage_delay_ns": 0.70,
        "crit_type": "in2out",
        "startpoint_type": "input pin",
    },
    "global_route": {
        "grt_antenna_before_repair": 0,
        "globalRouteOverflowTotal": 0,
        "grt_first_pass_wirelength_um": 36500,
        "grt_util_met1": 0.413,
        "grt_max_degree": 28,
        "track_usage": 0.296,
        "grt_util_met2": 0.513,
        "top_usage_layer": "met2",
        "grt_use_met3": 0.0112,
        "grt_pass1_vias": 7218,
    },
    "run": {
        "drv_cap": 0,
        "warnings": 43,
    },
    "drt": {
        "drcViolationCount": 0,
        "ant_nets": 0,
        "first_iter_violations": 798,
        "dr.pass1.iters": 6,
        "via_per_inst": 6.62,
        "postRouteWirelength_um": 22600,
        "num_antenna_cells": 0,
        "wl_per_cell_um": 18.1,
        "vias": 8252,
    },
    "synth": {
        "common_cells": "nand2_1, nor2_1, a21oi_1, o21ai_0, xnor2_1",
        "syn_area_sq_um": 7400,
        "ys_area_sq_um": 7400,
        "ys_top_cells_by_area": "ha_1, xnor2_1, nand2_1, nor2_1, a21oi_1",
        "top_area_frac": 0.0879,
        "synth_top_cell_by_area": "ha_1",
        "synth_cell_types": 121,
        "ys_seq_frac": 0,
        "yosys_warnings": 1,
        "ys_cells": 1068,
        "synthMostInstantiatedCell": "nand2_1",
        "synth_area_per_cell_sq_um": 6.93,
        "synth_cells": 1068,
    },
    "placement": {
        "hpwl_um": 17700,
        "dp.cells": 1240,
        "io_buffers": 38,
        "gp_congestion": 0.970,
    },
    "layout": {
        "ff_count": 0,
        "syn_to_final_growth_pct": 7.15,
        "num-fill-cells": 1452,
        "finalNonFillerCells": 1247,
        "clockBufferCount": 0,
        "seqCellArea_sq_um": 0,
        "fin_util": 0.548,
        "drive_gt1_frac": 0.119,
    },
    "floorplan": {
        "die_area_sq_um": 15300,
        "die-height_um": 124,
        "ios": 46,
        "die_x_um": 124,
        "core_area_sq_um": 14500,
        "rows": 44,
        "fp_util": 0.511,
    },
    "final_timing": {
        "rsz0062_at_grt": "false",
        "setup_viol": 0,
        "post-route-period-util": 0.964,
        "fmax_ghz": 0.0621,
        "slew_headroom": 0.399,
        "slew_violations": 0,
        "min_period_ns": 16.10,
        "hold_viol_final": 0,
        "totalNegativeSetupSlack_ns": 0,
        "worstMarginPinSlew_ns": 0.895,
    },
    "worst_hold_path": {
        "min_path_cells": 5,
        "worst_hold_path_type": "in2out",
    },
    "clock_network": {
        "cts_hold_buf": 0,
    },
}
[critical path: cells and delay by family]
kind	cells	cell delay (ns)
AND/OR/NAND/NOR	11	2.43
AND-OR/OR-AND	14	3.57
XOR/XNOR	3	0.57
buffers and inverters	4	1.52
adder cells (fa/ha/maj)	4	1.33
[cell families after synthesis]
logic type	after synthesis	synth area share
multiplexers	24	0.0363
adder cells (fa/ha/maj)	57	0.0974
AND-OR/OR-AND	382	0.405
other	1	0.000507
AND/OR/NAND/NOR	413	0.295
buffers and inverters	120	0.0796
XOR/XNOR	71	0.0859
[metal layers]
metal	up-vias	wire [um]
met4	0	356
li1	4140	-
met2	267	11000
met3	33	962
met1	3812	10300
met5	-	0
[metrics by stage]
| stage | setup slack (ns) | hold WS (ns) | area [sq um] |
|---|---|---|---|
| after global routing | 0.0244 | 8.06 | 7930 |
| after global placement | 0.399 | 7.99 | 7790 |
| after detailed placement | 0.297 | 7.99 | 7790 |
| after floorplan | 2.18 | 6.87 | 7430 |
| after CTS | 0.289 | 7.99 | 7790 |
| final | 0.596 | 7.98 | 7930 |
[cell type report]
cell class | instances | area [sq um] | share of cell area
well taps | 184 | 230 | 0.0290
multi-input cells | 957 | 6950 | 0.876
inverters | 37 | 139 | 0.0175
repair buffers | 69 | 613 | 0.0773
[layout by cell type (no fill, tap or decap), types with 31 or more instances in the layout]
cell | netlist | layout
buf_4 | 24 | 31
nand2_1 | 98 | 97
a21oi_1 | 55 | 53
inv_1 | 35 | 34
o21ai_0 | 55 | 55
xnor2_1 | 53 | 53
clkdlybuf4s50_1 | 0 | 38
nor3_1 | 39 | 37
ha_1 | 52 | 52
nor2_1 | 79 | 78
nand3_1 | 46 | 46
[timing repair]
item                                    CTS  global route
gates resized                             0            18
buffers inserted                          0             5
endpoints found under the setup margin    0             8
[how the worst min path moves through the flow]
| stage | from | end | slack (ns) |
|---|---|---|---|
| after CTS | y[0] | g[3] | 7.99 |
| after global routing | y[0] | g[6] | 8.06 |
| final | y[0] | g[3] | 7.98 |
