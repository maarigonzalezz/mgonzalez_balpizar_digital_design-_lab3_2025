File: run.sh
#!/bin/bash
# OpenROAD 26Q1-2900-gdf79404cd8, Yosys 0.63+post, stock flow scripts
make -C /OpenROAD-flow-scripts/flow DESIGN_CONFIG=/design/flow/config.mk WORK_HOME=/design/flow/orfs finish
File: config.mk
export PLATFORM = sky130hd
export DESIGN_NAME = start
export DESIGN_NICKNAME = start
export VERILOG_FILES = /design/flow/design.v
export SDC_FILE = /design/flow/constraint.sdc
export NUM_CORES = 4
export LEC_CHECK = 1
export CORE_AREA = 10 10 87 87
export DIE_AREA = 0 0 97 97
File: design.v
module start(input logic [9:0] x, y, 
					output logic [7:0] r, g, b);
    logic letter_I1, letter_N, letter_I2, letter_C, letter_I3, letter_O;
    logic [10:0] letter_width, letter_height;
    logic [10:0] I1_left, I1_right, N_left, N_right, I2_left, I2_right, 
                 C_left, C_right, I3_left, I3_right, O_left, O_right;
    logic [10:0] letter_top, letter_bottom;
    initial begin
        letter_width  = 10'd40;    
        letter_height = 10'd80;    
        I1_left = 10'd150;
        N_left  = I1_left + letter_width + 10;
        I2_left = N_left  + letter_width + 10;
        C_left  = I2_left + letter_width + 10;
        I3_left = C_left  + letter_width + 10;
        O_left  = I3_left + letter_width + 10;
        letter_top    = 10'd150;
        letter_bottom = letter_top + letter_height;
    end
    always_comb begin
        I1_right = I1_left + letter_width;
        N_right  = N_left  + letter_width;
        I2_right = I2_left + letter_width;
        C_right  = C_left  + letter_width;
        I3_right = I3_left + letter_width;
        O_right  = O_left  + letter_width;
    end
    always_comb begin
        letter_I1 = ((x >= I1_left && x <= I1_right) && (y >= letter_top && y <= letter_bottom)) &&
                    ( (x == I1_left + letter_width/2) || (y == letter_top) || (y == letter_bottom) );
        letter_N = ((x >= N_left && x <= N_right) && (y >= letter_top && y <= letter_bottom)) &&
                   ( (x == N_left) || (x == N_right) || (y - letter_top == (x - N_left)*letter_height/letter_width) );
        letter_I2 = ((x >= I2_left && x <= I2_right) && (y >= letter_top && y <= letter_bottom)) &&
                    ( (x == I2_left + letter_width/2) || (y == letter_top) || (y == letter_bottom) );
        letter_C = ((x >= C_left && x <= C_right) && (y >= letter_top && y <= letter_bottom)) &&
                   ( (y == letter_top) || (y == letter_bottom) || (x == C_left) );
        letter_I3 = ((x >= I3_left && x <= I3_right) && (y >= letter_top && y <= letter_bottom)) &&
                    ( (x == I3_left + letter_width/2) || (y == letter_top) || (y == letter_bottom) );
        letter_O = ((x >= O_left && x <= O_right) && (y >= letter_top && y <= letter_bottom)) &&
                   ( (y == letter_top) || (y == letter_bottom) || (x == O_left) || (x == O_right) );
    end
    assign r = (letter_I1 || letter_N || letter_I2 || letter_C || letter_I3 || letter_O) ? 8'hFF : 8'h87;
    assign g = (letter_I1 || letter_N || letter_I2 || letter_C || letter_I3 || letter_O) ? 8'hFF : 8'h0A;
    assign b = (letter_I1 || letter_N || letter_I2 || letter_C || letter_I3 || letter_O) ? 8'hFF : 8'h63;
endmodule
File: constraint.sdc
current_design start

set clk_period 12.9
set clk_io_pct 0.2

create_clock -name clk0 -period $clk_period

set non_clock_inputs [all_inputs -no_clocks]
set_input_delay [expr $clk_period * $clk_io_pct] -clock clk0 $non_clock_inputs
set_output_delay [expr $clk_period * $clk_io_pct] -clock clk0 [all_outputs]
==> results_slide.txt <==
Synthesis and Place & Route Summary

Clock network
  – Cts-stage hold buffer count: 0
  – Post-CTS resize count: 0
  – Total setup buffers inserted after CTS: 0

Global routing
  – Overall Global Routing Usage: 0.0865
  – GR Overflow Total: 0
  – Largest net degree at the start of global routing: 15
  – First-pass GRT wire length: 7520 µm
  – Number of global-route vias before repair: between 1,500 and 2,000
  – Antenna violations before repair: 0

Status
  – Outcome: complete, no violations

Synthesis
  – Dominant combinational family: simple AND/OR/NAND/NOR gates
  – Syn_area_per_cell: between 6 and 7 µm²
  – Simple-gate area share of the yosys netlist: 0.278
  – Netlist Area Pre-Place: 0.00174 mm²
  – Post-Synth AOI/OAI Area: 0.268
  – Post-synth seq share: 0
  – Xor/xnor share: 0.136
  – Library cells used by synthesis: roughly 60
  – Number of standard cells reported by yosys: between 200 and 300
  – Adder share: 0.119
  – Cells after Synth: around 260
  – Yosys stat area: roughly 0.0017 mm²
  – Multiplexer share: 0.0352
  – Yosys warns: 1

Power
  – P per Cell Area: about 76 mW/mm²
  – Tot Pwr: 0.150 mW
  – VDD IR-drop max: 30.1 µV
  – Leak: between 0.7 and 0.8 nW

Placement
  – GP Congestion: 0.917
  – Input/output buffers: 34
  – HPWL after DPL: 3570 µm
  – Placed insts: approximately 340

STA
  – Pin slew with the least headroom to its limit: slightly below 800 ps
  – Final hold slack: ~6400 ps
  – Unrepaired setup endpoints after global routing: no
  – Tmin final: between 10,000 and 15,000 ps
  – Final Hold Vio Count: 0
  – Part of the cycle the worst path needs: 0.882
  – Max_slew headroom: 0.475
  – Fmax: between 80 and 90 MHz
  – Setup violations, final: 0
  – Setup TNS Final: 0 ps
  – Pins Over Slew Limit: 0

Worst setup path
  – CP Launch Type: input port
  – CP max stage delay: around 700 ps
  – CP arrival: just under 9000 ps
  – Top cell by count, worst path: ha_1
  – Cell-by-cell listing of the critical path: clkdlybuf4s50_1 > inv_1 > ha_1 > inv_1 > ha_1 > fa_1 > xnor2_1 > a22oi_2 > o32ai_1 > and3b_1 > xnor2_2 > ha_1 > o21bai_1 > a32oi_1 > nand2_1 > nor3_1 > nor4_2 > nand4_1 > a21oi_1 > clkdlybuf4s50_1
  – Critical path class: input port to primary output
  – Critical Path End Type: primary output
  – CP max stage cell: clkdlybuf4s50_1
  – CP required: about 10,000 ps
  – Critical path peak fanout: 14

Floorplanning
  – Die area: 0.00941 mm²
  – Init Core Util: 0.309
  – Die y size: approximately 97 µm
  – # rows: 27
  – Total I/O pin count: roughly 44
  – Core outline area: 0.00564 mm²
  – Die outline width: around 97 µm

Detailed routing
  – Via/cell ratio: around 5.5
  – Via count: roughly 1,800
  – Antenna Violating Nets Remaining: 0
  – Post-Route WL: 4460 µm
  – DRT iter0 DRCs: roughly 130
  – Remaining DRCs: 0
  – WL/cell: between 10 and 15 µm
  – DRT Pass-1 Iters: 5
  – Diodes inserted: 0

Min path
  – Hold WC Path Type: input port to primary output

Layout
  – Layout cells sized above 1: 0.0494
  – Sequential cells: 0
  – Clock buffers: 0
  – Fillers: roughly 570
  – Register Area: 0 µm²
  – Layout area overhead: 12.9%
  – Final Non-Filler Cells: 335
  – Gate Area: 0.00150 mm²

Job
  – MaxCap Viol Count: 0
  – OpenROAD warning count: 37
-- critical path, delay by kind of cell --
kind | cells | cell delay [ps]
AOI/OAI and AO/OA | 5 | 1320
xor gates and xnor gates | 2 | 1010
adders and majority gates | 4 | 1500
buffers and inverters | 4 | 1600
and+or+nand+nor | 5 | 790
-- cells by family after synthesis --
kind of cell / count (synthesis)
adder cells (fa/ha/maj): 16
AND-OR/OR-AND: 70
other: 1
XOR/XNOR: 19
AND/OR/NAND/NOR: 97
buffers and inverters: 47
multiplexers: 6
-- Yosys cell counts, drive strengths merged (2+ instances only) --
master  number  area [µm²]
o21ai       16        80.1
mux2i        5        50.1
nor3         9        50.1
ha          15         188
nand3       12        60.1
a31oi        5        31.3
nor4         6        43.8
nand2b       5        31.3
a311oi       2        17.5
nand2       32         120
a211oi       4        30.0
o32ai        3        26.3
and3         2        12.5
o21bai       2        15.0
or3          3        20.0
buf         25         188
o22ai        3        18.8
nand4        4        25.0
o31ai        2        15.0
nor2        16        60.1
inv         11        41.3
o211ai       2        15.0
a211o        2        17.5
xor2         5        51.3
a21oi       19         106
nor4b        2        17.5
xnor2       12         139
clkbuf      11        51.3
-- worst paths after layout --
path / startpoint / end / slack, ps / cells after the start
setup / recovery: x[3] / g[6] / 1520 / 20
hold / removal: y[7] / g[2] / 6440 / 6
-- stage by stage --
| step | instance area (µm²) | setup slack, ps | util |
|---|---|---|---|
| after floorplan | 1780 | 2980 | - |
| after global placement | 1970 | 1620 | 0.349 |
| after detailed placement | 1970 | 1540 | 0.349 |
| after CTS | 1970 | 1530 | 0.349 |
| after global routing | 1970 | 901 | 0.349 |
| final | 1970 | 1520 | 0.349 |
-- power by group --
part	leakage (nW)	internal, mW	switching, mW
registers	0	0	0
logic	0.743	0.0646	0.0855
clock network	0	0	0
total	0.743	0.0646	0.0855
-- routing by layer --
layer  track usage  routed length, µm
met1         0.123               2040
met2         0.140               2000
met3        0.0115                379
met4       0.00789                 48
met5             0                  0
-- cell usage in the layout, fill, tap and decap left out, types with 4 or more instances in the layout --
cell type        Yosys  layout
nor4_1               5       5
a31oi_1              5       5
nand3_1             12      12
inv_1               11      11
nor2_1              16      16
a211oi_1             4       4
o21ai_0             13      13
nor3_1               8       8
ha_1                15      15
mux2i_1              5       5
nand2_1             32      32
xnor2_1              9       9
a21oi_1             18      18
nand2b_1             5       5
clkdlybuf4s50_1      0      34
nand4_1              4       4
conb_1               1      10
xor2_1               4       4
-- area by class of cell --
type	instances	share of cell area
well taps	72	0.0458
repair buffers	34	0.173
multi-input cells	218	0.760
inverters	11	0.0210
Power figures rest on the tool's default switching activity, not on a simulated workload.
